==> ./design.v <==
`timescale 1ns / 1ps
module uart_rx(
    input clk_fpga,
    input reset,
    input rxd,
    output reg [7:0] Rx_data
);
    reg shift;
    reg state, next_state;
    reg [3:0] bit_counter;
    reg [1:0] sample_counter;
    reg [13:0] baud_counter;
    reg [9:0] rx_shiftreg;
    reg clear_bitcounter, inc_bitcounter, inc_samplecounter, clear_samplecounter;
    parameter clk_freq = 50000000;    
    parameter baud_rate = 9600;
    parameter div_sample = 4;
    parameter div_counter = 1302;   
    parameter mid_sample = div_sample/2;
    parameter div_bit = 10;   
    always @(posedge clk_fpga or posedge reset) begin
        if (reset) begin
            state <= 0;
            bit_counter <= 0;
            baud_counter <= 0;
            sample_counter <= 0;
            rx_shiftreg <= 0;
        end else begin
            baud_counter <= baud_counter + 1;
            if (baud_counter >= div_counter-1) begin
                baud_counter <= 0;
                state <= next_state;
                if (shift)
                    rx_shiftreg <= {rxd, rx_shiftreg[9:1]};
                if (clear_samplecounter)
                    sample_counter <= 0;
                else if (inc_samplecounter)
                    sample_counter <= sample_counter + 1;
                if (clear_bitcounter)
                    bit_counter <= 0;
                else if (inc_bitcounter)
                    bit_counter <= bit_counter + 1;
            end
        end
    end
    always @(*) begin
        shift = 0;
        clear_samplecounter = 0;
        inc_samplecounter = 0;
        clear_bitcounter = 0;
        inc_bitcounter = 0;
        next_state = state;
        case (state)
            0: begin  
                if (!rxd) begin   
                    next_state = 1;
                    clear_bitcounter = 1;
                    clear_samplecounter = 1;
                end
            end
            1: begin  
                if (sample_counter == mid_sample - 1)
                    shift = 1;
                if (sample_counter == div_sample - 1) begin
                    if (bit_counter == div_bit - 1)
                        next_state = 0;
                    inc_bitcounter = 1;
                    clear_samplecounter = 1;
                end else begin
                    inc_samplecounter = 1;
                end
            end
        endcase
    end
    always @(posedge clk_fpga) begin
        if (bit_counter == div_bit-1)
            Rx_data <= rx_shiftreg[8:1];   
    end
endmodule
`timescale 1ns / 1ps
module uart_display (
    input wire clk,       
    input wire rx,        
    output reg [7:0] led,  
    output reg [6:0] seg,  
    output reg [1:0] an    
);
    wire [7:0] rx_data;
    reg [3:0] tens, ones;
    reg [15:0] refresh_counter = 0;
    reg digit_select = 0;  
    uart_rx uartReceiver (
        .clk_fpga(clk),
        .reset(1'b0),
        .rxd(rx),
        .Rx_data(rx_data)
    );
    always @(posedge clk) begin
        led <= rx_data;    
        ones <= rx_data % 10;    
        tens <= rx_data / 10;    
    end
    always @(posedge clk) begin
        refresh_counter <= refresh_counter + 1;
        if (refresh_counter == 50000) begin
            digit_select <= ~digit_select;
            refresh_counter <= 0;
        end
    end
    always @(*) begin
        if (digit_select) begin
            an = 2'b10;  
            seg = seven_seg_decoder(tens);
        end else begin
            an = 2'b01;  
            seg = seven_seg_decoder(ones);
        end
    end
    function [6:0] seven_seg_decoder;
        input [3:0] digit;
        begin
            case (digit)
                4'd0: seven_seg_decoder = 7'b1000000;
                4'd1: seven_seg_decoder = 7'b1111001;
                4'd2: seven_seg_decoder = 7'b0100100;
                4'd3: seven_seg_decoder = 7'b0110000;
                4'd4: seven_seg_decoder = 7'b0011001;
                4'd5: seven_seg_decoder = 7'b0010010;
                4'd6: seven_seg_decoder = 7'b0000010;
                4'd7: seven_seg_decoder = 7'b1111000;
                4'd8: seven_seg_decoder = 7'b0000000;
                4'd9: seven_seg_decoder = 7'b0010000;
                default: seven_seg_decoder = 7'b1111111;  
            endcase
        end
    endfunction
endmodule
==> ./run.sh <==
#!/bin/bash
# OpenROAD 26Q1-2900-gdf79404cd8, Yosys 0.63+post, stock flow scripts
make -C /OpenROAD-flow-scripts/flow DESIGN_CONFIG=/design/flow/config.mk WORK_HOME=/design/flow/orfs finish
==> ./config.mk <==
export PLATFORM = sky130hd
export DESIGN_NAME = uart_display
export DESIGN_NICKNAME = uart_display
export VERILOG_FILES = /design/flow/design.v
export SDC_FILE = /design/flow/constraint.sdc
export NUM_CORES = 4
export LEC_CHECK = 1
export CORE_UTILIZATION = 40
==> ./constraint.sdc <==
current_design uart_display

set clk_period 7.0
set clk_io_pct 0.2

create_clock -name clk0 -period $clk_period [get_ports {clk}]

set non_clock_inputs [all_inputs -no_clocks]
set_input_delay [expr $clk_period * $clk_io_pct] -clock clk0 $non_clock_inputs
set_output_delay [expr $clk_period * $clk_io_pct] -clock clk0 [all_outputs]
==> changes_impl.md <==
### Implementation results

- Run status: completed
- DR vias/cell: 5.24
- Worst hold path endpoint: uartReceiver.Rx_data[0]$_DFFE_PN_
- Maximum fanout count along the critical path: 11
- Xor+xnor area frac: 0.0676
- CP Cell Sequence: or2_1 > ha_1 > nor2b_1 > a21oi_1 > nor2_1 > o21ai_0 > a31o_2 > o311ai_2 > nand3_1 > nor2_1 > o31ai_1 > inv_2 > xnor2_1 > ha_1 > nor2b_1 > o22ai_1 > a211o_1 > a22oi_1
- TNS Setup: 0 ns
- Max-cap violations: 0
- Number of antenna violations at the first check in global routing: 0
- Drc violations: 0
- Overall global routing resource usage: 0.154
- Final period utilization: 0.743
- Die width: 100 um
- Number of buffers on the longest clock path: 2
- Critical Path Stages: 18
- Detail Placement HPWL: 4.94 mm
- Pre-placement core utilization: 0.415
- Achievable clock frequency: 192 MHz
- Final tally of max-slew violations: 0
- Area fraction in compound gates: 0.152
- FFs w/ async S/R, synth: 0
- Log Warnings: 38
- Clk slew on worst S/H paths: 0.08 ns
- CTS Root Buffer Type: clkbuf_8
- Dominant cells by area after synthesis: dfxtp_1 (27%), edfxtp_1 (19%), ha_1 (6.5%), nor2_1 (3.6%), xnor2_1 (3.4%)
- Number of buffers inserted for hold repair after clock tree synthesis: 0
- Layout cell share with drive strength beyond 1: 0.0973
- Yosys top cell by instances: dfxtp_1
- Overall routed net length: 7.05 mm
- Max VDD drop: 0.000128 V
- Portion of synthesized cell area occupied by the leading cell type: 0.270
- Crit path largest cell delay: 0.58 ns
- Count of instantiated cells in the yosys netlist: 388
- Total setup buffers inserted after CTS: 0
- Number of flops mapped to enable cells by yosys: 25
- Distinct cell type count after synthesis: 65
- Cell with the largest stage delay on the worst path: nor2_1
- YS chip area: 3850 sq um
- Power per unit of standard cell area: 317 nW/um^2
- Slew of the pin with the lowest slew margin: 0.722 ns
- CP startpoint kind: flop
- Unrepaired setup endpoints after global routing: no
- Mux share: 0.0309
- Count of synthesis-stage warnings from yosys: 2
- Global-route wire length before repair: 12.2 mm
- DP Cell Count: 524
- Reg-to-reg slack, setup: 1.80 ns
- Top FF cell, synth: dfxtp_1
- Detailed Route Iter0 Violations: 146
- Total number of vias: 2828
- TritonCTS Buffers: 9
- Iteration count of the initial detailed-routing pass: 4
- Finish-stage setup viols: 0
- Startpoint of the worst-slack reg-to-reg timing path: uartReceiver.Rx_data[6]$_DFFE_PN_
- Resize count post-CTS: 0
- Length in cells of the worst reg-to-reg path: 18
- Final hold violation count: 0
- Number of sinks driven by the clock tree: 77
- Critical path data required time: 7.27 ns
- Arrival @ worst endpoint: 5.47 ns
- Core Rows: 35
- Diode count: 0
- Kind of end point of the critical path: flop
- Die H: 100 um
- Final critical-path required period: 5.20 ns
- Final standard cell count with taps included and fillers excluded: 540
- Synth logic family: simple AND/OR/NAND/NOR gates
- Worst setup path class: flop to flop
- Overall overflow remaining after global route: 0
- Antenna viol nets, final: 0
- Drt wl/cell: 13.1 um
- Placeable Area: 9280 sq um
- Worst hold path cell count: 0
- Die area: 10000 sq um
- Seq/Total Area, Yosys: 0.465
- Mean area per synthesized cell: 9.93 sq um
- Dominant delay contributor by cell family on the critical path: AND-OR/OR-AND gates
- Pin count of the biggest net entering global routing: 19
- Clock skew: 0.00381 ns
- # port buffers: 18
- Synth top cells by count: dfxtp_1 (52), nor2_1 (37), edfxtp_1 (25), nand3_1 (25), a21oi_1 (22)
- Mapped Area: 3850 sq um
- Adder-Cell Fraction of Synth Area: 0.0650
- Skew-Pair Late Insertion Delay: 0.34 ns
- Kind of path behind the tightest hold check: flop to flop
- Growth of design area from synthesis to finish: 13.4%
- Leakage power: 1.66 nW
- RD Place Congestion: 0.889
- Vias in the first global route: 2697
- Number of levels the H-tree was split into: 3
- Flip-flop and latch count after synthesis: 77
- CTS tree: yes
- Area fraction in and, or, nand and nor cells after synthesis: 0.177
- Max-slew headroom at the worst pin: 0.517
- Post-Synthesis Cells: 388
- Count of boundary I/O pins: 19
- Yosys top cell by area: dfxtp_1
- Worst Path Buf+Inv: 1
- Min-Delay Startpoint: uartReceiver.rx_shiftreg[1]$_DFFE_PP_
==> placed cells by master (no fill, tap or decap), drive strengths merged, types with 6 or more instances in the layout <==
master and instances:
dfxtp 52, a31oi 10, nand2 17, o21ai 18, mux2 7, xor2 11
clkbuf 9, ha 20, xnor2 17, nor2b 6, a21oi 22, nor2 38
clkdlybuf4s50 18, inv 24, edfxtp 25, nand3 25, and3 13, nor3 10
==> how the worst max path moves through the flow <==
stage                                             start    to  slack, ns
after CTS             uartReceiver.Rx_data[6]$_DFFE_PN_  flop       1.85
after global routing  uartReceiver.Rx_data[6]$_DFFE_PN_  flop       1.41
final                 uartReceiver.Rx_data[6]$_DFFE_PN_  flop       1.80
==> final cells by class <==
class | count | area (sq um)
clock inverter | 7 | 105
multi-input combinational | 277 | 1910
sequential | 77 | 1790
fill | 874 | 4920
timing repair buffer | 20 | 195
tap | 129 | 161
clock buffer | 9 | 124
inverter | 21 | 78.8
==> cells by family after synthesis <==
| group | count (synthesis) |
|---|---|
| xor gates and xnor gates | 28 |
| buffers and inverters | 36 |
| DFF | 77 |
| other | 1 |
| AOI/OAI and AO/OA | 83 |
| and+or+nand+nor | 132 |
| adders and majority gates | 20 |
| muxes | 11 |
==> metal layers <==
| metal | vias to the layer above | share of wire | track usage |
|---|---|---|---|
| met3 | 18 | 0.048 | 0.0305 |
| li1 | 1430 | - | - |
| met1 | 1302 | 0.48 | 0.233 |
| met4 | 0 | 0.026 | 0.0379 |
| met5 | - | 0 | 0 |
| met2 | 78 | 0.45 | 0.239 |
==> per-stage QoR <==
step                area [sq um]  power [mW]  worst slack, ns   util  hold WS, ns
floorplan                   3860       0.897             2.71      -        0.346
global placement            4140        1.01             2.12  0.446        0.408
detailed placement          4140        1.01             1.88  0.446        0.410
CTS                         4370        1.40             1.85  0.470        0.432
global route                4370        1.48             1.41  0.470        0.448
finish                      4370        1.39             1.80  0.470        0.427
==> where the power goes <==
group	internal, mW	switching, mW
sequential	0.564	0.0407
combinational	0.181	0.220
clock	0.206	0.173
Power and IR drop assume default switching activity.
